File: flow/run.sh
#!/bin/bash
# OpenROAD 26Q1-2900-gdf79404cd8, Yosys 0.63+post, stock flow scripts
make -C /OpenROAD-flow-scripts/flow DESIGN_CONFIG=/design/flow/config.mk WORK_HOME=/design/flow/orfs finish
File: flow/config.mk
export PLATFORM = sky130hd
export DESIGN_NAME = w_ptr_ctrl
export DESIGN_NICKNAME = w_ptr_ctrl
export VERILOG_FILES = /design/flow/design.v
export SDC_FILE = /design/flow/constraint.sdc
export NUM_CORES = 4
export LEC_CHECK = 1
export CORE_AREA = 10 10 73 73
export DIE_AREA = 0 0 83 83
export SYNTH_HDL_FRONTEND = slang
File: flow/constraint.sdc
current_design w_ptr_ctrl

set clk_period 3.3
set clk_io_pct 0.2

create_clock -name clk0 -period $clk_period [get_ports {w_clk}]

set non_clock_inputs [all_inputs -no_clocks]
set_input_delay [expr $clk_period * $clk_io_pct] -clock clk0 $non_clock_inputs
set_output_delay [expr $clk_period * $clk_io_pct] -clock clk0 [all_outputs]
File: flow/design.v
module bin2gray(
	input [6:0]  binary_format,
	output [6:0] gray_format
);
	reg [6:0] gray_format_r;
	assign gray_format = gray_format_r;
	always @(*) begin
		gray_format_r = binary_format ^ (binary_format >> 1);
	end
endmodule
module gray2bin(
	input [6:0] gray_format,
	output [6:0]  binary_format
);
	reg [6:0] binary_format_r;
	assign binary_format = binary_format_r;
	integer i;
	always @(*) begin
		binary_format_r[6] = gray_format[6];
		for (i = 5; i >= 0; i = i - 1) begin
			binary_format_r[i] = binary_format_r[i + 1] ^ gray_format[i];
		end
	end
endmodule
module w_ptr_ctrl(
	input w_rst,
	input w_clk,
	input w_en,
	input [6:0]	r_ptr_g_sync,
	output w_full,
	output [6:0]	w_ptr_g,	 
	output [5:0]	w_addr
);
	reg[6:0] w_ptr_b;
	reg[6:0] w_ptr_b_next;  
	reg w_full_r;
	assign w_addr =  w_ptr_b[5:0];
	assign w_full = w_full_r;
	wire [6:0] r_ptr_b_sync;
	gray2bin u_gray2bin(
		.gray_format   	(r_ptr_g_sync ),
		.binary_format 	(r_ptr_b_sync )
	);
	bin2gray u_bin2gray(
		.binary_format 	(w_ptr_b  ),
		.gray_format   	(w_ptr_g  )
	);
	always @(*) begin
		w_ptr_b_next = w_ptr_b + 1'b1;
	end
	always @(posedge w_clk or posedge w_rst) begin
		if(w_rst)begin
			w_ptr_b   		<= 'd0;
			w_full_r  		<= 'd0;
		end	else begin
			w_full_r  <= (r_ptr_b_sync[6] ^ w_ptr_b_next[6]) && (r_ptr_b_sync[5:0] == w_ptr_b_next[5:0]) || (r_ptr_b_sync[6] ^ w_ptr_b[6]) && (r_ptr_b_sync[5:0] == w_ptr_b[5:0]);
			w_ptr_b		<= (w_en && (!w_full_r))	?	(w_ptr_b + 'd1)	: 	w_ptr_b;
		end
	end
endmodule  
==> Implementation_results.wiki <==
== Flow metrics ==
{| class="wikitable"
! Metric !! Value
|-
| Number of antenna violations at the first check in global routing || 0
|-
| IR Drop Worst-Case VDD || 315 uV
|-
| Total Die Area || 6890 um2
|-
| Net switching power || 326 uW
|-
| Number of max-slew violations in the final report || 0
|-
| 1st-pass router iterations || 4
|-
| Warnings, synthesis || 0
|-
| Die Wd || 83 um
|-
| Die Ht || 83 um
|-
| Tcrit/Tclk final || 0.727
|-
| Number of warnings the tools reported || 25
|-
| Max-slew headroom at the worst pin || 0.627
|-
| Routed Wire Length || 1.83 mm
|-
| Number of clock sinks || 8
|-
| Number of distinct library cells after synthesis || 28
|-
| Synthesized netlist cell count || 79
|-
| Fraction of power spent switching nets || 0.359
|-
| Grt ovf || 0
|-
| Total Routing Usage GR || 0.0522
|-
| Beginning of the worst hold path || w_ptr_b[6]$_DFFE_PP0P_
|-
| Yosys top cell area share || 0.273
|-
| Via-to-Cell Ratio || 4.17
|-
| Detailed-placement wirelength estimate || 1.48 mm
|-
| Unrepaired setup endpoints after global routing || false
|-
| Yosys stat chip area || 734 um2
|-
| Transition time at the pin with the least slew margin || 0.558 ns
|-
| First element of the critical path || r_ptr_g_sync[5]
|-
| Total negative slack for setup checks || 0 ns
|-
| Required time of the critical path || 3.41 ns
|-
| Number of buffers inserted to repair setup after CTS || 0
|-
| Static Leakage || 0.426 nW
|-
| Crit Path Category || in -> reg
|-
| Post-cts hold buffer count || 0
|-
| Latest clock arrival within the worst-skew pair || 0.22 ns
|-
| Average wire length per cell after detail routing || 12.3 um
|-
| Vias after detailed routing || 621
|-
| Tightest hold margin || 0.567 ns
|-
| Area growth from synthesis to layout || 42.4%
|-
| Setup slack of the worst register-to-register path || 1.37 ns
|-
| Routability cong. || 0.761
|-
| Type of the tightest min-delay check || reg -> reg
|-
| CTS Root Cell || sky130_fd_sc_hd__clkbuf_8
|-
| Clock slew seen by the registers of the worst setup and hold paths || 0.04 ns
|-
| Port-buffer cells || 23
|-
| Clock Power Share || 0.124
|-
| Maximum fanout count along the critical path || 5
|-
| Total power per unit cell area || 866 nW/um2
|-
| Worst-case clock skew || 0.00129 ns
|-
| Vias in the first global route || 606
|-
| Post-Synthesis Cell Area || 734 um2
|-
| Share of power burned in registers || 0.255
|-
| Hold Crit Endpoint || w_ptr_b[6]$_DFFE_PP0P_
|-
| Reg2Reg Capture Point || w_full$_DFF_PP0_
|-
| Top-level I/O count || 24
|-
| Number of buffers inserted during clock tree synthesis || 3
|-
| Clock tree from TritonCTS || yes
|-
| Std cell rows || 22
|-
| Global-route wire length before repair || 3.11 mm
|-
| Max clock buf depth || 2
|-
| Worst setup EP type || flip-flop
|-
| Top area cells in the synthesized netlist || sky130_fd_sc_hd__dfrtp_1 27%, sky130_fd_sc_hd__xnor2_1 13%, sky130_fd_sc_hd__ha_1 8.5%, sky130_fd_sc_hd__xor2_1 8.3%, sky130_fd_sc_hd__mux2i_1 4.1%
|-
| Setup violations, final || 0
|-
| Largest net degree at the start of global routing || 10
|-
| Internal power || 581 uW
|-
| Power share of the combinational group || 0.621
|-
| Number of cells in the yosys synthesis report || 79
|-
| First-iteration detailed-routing DRC count || 19
|-
| Ant. Diodes || 0
|-
| Avg Cell Area, Syn || 9.30 um2
|-
| Number of cells on the worst hold path || 1
|-
| Startpoint of the worst register-to-register path || w_ptr_b[0]$_DFFE_PP0P_
|-
| Routed Antenna Nets || 0
|-
| Post-cts repair resize count || 0
|-
| Critical Path Start Type || input pin
|-
| Maxcap violations || 0
|-
| Maximum level of the CTS H-tree || 1
|-
| Starting Density || 0.196
|-
| Core area || 3740 um2
|-
| Flip-flop and latch count after synthesis || 8
|-
| Worst endpoint data arrival time || 2.51 ns
|-
| Yosys top cell by area || sky130_fd_sc_hd__dfrtp_1
|-
| Number of endpoints with negative hold slack in the final report || 0
|-
| Power after layout || 906 uW
|-
| Share of layout cells above drive strength 1 || 0.0891
|-
| Part of the Yosys area used for sequential elements || 0.273
|-
| Top achievable clock speed || 0.417 GHz
|-
| DR DRC count || 0
|-
| Post-route minimum period || 2.40 ns
|-
| Run status || finished clean
|-
| Number of cell instances on the worst register-to-register path || 7
|}
-- power groups by stage --
stage | logic (mW) | registers (mW) | clock network [mW]
4_1_cts | 0.581 | 0.233 | 0.115
5_1_grt | 0.638 | 0.244 | 0.118
6_report | 0.563 | 0.231 | 0.112
-- registers in the layout, indices dropped and copies added (netlist names) --
name and cells:
w_full 1, w_ptr_b 7
-- critical path: stages --
cell and delay [ns]:
sky130_fd_sc_hd__clkdlybuf4s50_1 0.56, sky130_fd_sc_hd__xor2_2 0.28, sky130_fd_sc_hd__xor3_2 0.44, sky130_fd_sc_hd__xnor2_1 0.16
sky130_fd_sc_hd__nand2_1 0.08, sky130_fd_sc_hd__o22ai_1 0.07, sky130_fd_sc_hd__a32o_1 0.25
-- cell families (layout without fill, tap and decap cells) --
| family | Yosys count | after routing | share of synthesized area |
|---|---|---|---|
| buffers and inverters | 5 | 27 | 0.0324 |
| xor gates and xnor gates | 20 | 20 | 0.271 |
| DFF | 8 | 8 | 0.273 |
| and+or+nand+nor | 27 | 27 | 0.186 |
| AOI/OAI and AO/OA | 9 | 9 | 0.0818 |
| muxes | 5 | 5 | 0.0715 |
| adders and majority gates | 5 | 5 | 0.0852 |
-- per-stage QoR --
stage	setup slack, ns	area (um2)	utilization	std cells
floorplan	1.35	734	-	79
global placement	0.703	1000	0.268	146
detailed placement	0.666	1000	0.268	146
CTS	0.889	1050	0.279	149
global route	0.753	1050	0.279	149
finish	0.900	1050	0.279	149
-- synthesized netlist by cell type (all sizes together) --
library cell	n
o22ai	3
nor3	2
ha	5
nor2	4
nand3	4
xor3	1
or2	1
a32o	1
mux2i	3
nand2b	2
a21oi	2
o31ai	1
buf	1
inv	1
nor2b	3
nand4	2
a21o	1
xor2	8
mux2	2
clkbuf	3
xnor2	11
and2	1
nand2	7
dfrtp	8
or2b	1
a31oi	1
-- placed cells by master, fill, tap and decap left out, drive strengths merged, types with 2 or more instances in the layout --
cell type / n
xnor2: 11
xor2: 8
mux2i: 3
nor2: 4
clkbuf: 3
o22ai: 3
nand2: 7
a21oi: 2
nand3: 4
clkdlybuf4s50: 23
nand4: 2
ha: 5
nand2b: 2
nor3: 2
mux2: 2
nor2b: 3
dfrtp: 8
-- layer usage --
layer	vias to the layer above	GRT usage	part of all wire
met5	-	0	0
met1	276	0.0703	0.47
met3	4	0.0207	0.081
li1	318	-	-
met2	23	0.0775	0.43
met4	0	0.00923	0.019
-- area by class of cell --
cell class | instances | area, um2
inverters | 1 | 3.75
repair buffers | 23 | 230
fillers | 420 | 2700
flip-flops and latches | 8 | 200
well taps | 48 | 60.1
clock buffers | 3 | 41.3
multi-input cells | 66 | 510
-- worst max-delay path by stage --
stage | to | slack (ns)
after CTS | w_full$_DFF_PP0_ | 0.89
after global routing | w_full$_DFF_PP0_ | 0.75
final | w_full$_DFF_PP0_ | 0.90
Power and IR drop assume default switching activity.
