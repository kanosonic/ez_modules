==> design.v <==
module FIR #(
	parameter DATA_WIDTH  = 17,	 
	parameter COEFF_WIDTH = 17,	 
	parameter CAL_BIT_WIDTH = (DATA_WIDTH > COEFF_WIDTH) ? DATA_WIDTH : COEFF_WIDTH,
	parameter N_TAPS      = 16  
) (
	input clk,
	input rst_n,
	input signed [DATA_WIDTH - 1:0] data_in,
	output reg signed [(CAL_BIT_WIDTH * 2) - 2:0] data_out
);
reg signed [COEFF_WIDTH-1:0] coeffs [0:N_TAPS-1];
initial begin
	coeffs[0]  =  -17'sd177;
	coeffs[1]  =  -17'sd736;
	coeffs[2]  =  -17'sd1687;
	coeffs[3]  =  -17'sd1463;
	coeffs[4]  =  17'sd2781;
	coeffs[5]  =  17'sd12306;
	coeffs[6]  =  17'sd24297;
	coeffs[7]  =  17'sd32767;
	coeffs[8]  =  17'sd32767;
	coeffs[9]  =  17'sd24297;
	coeffs[10] =  17'sd12306;
	coeffs[11] =  17'sd2781;
	coeffs[12] = -17'sd1463;
	coeffs[13] = -17'sd1687;
	coeffs[14] = -17'sd736;
	coeffs[15] = -17'sd177;
end
	reg signed [DATA_WIDTH - 1:0] shift_reg [0:N_TAPS-1];
	integer i;
	initial begin
		for (i = 0; i < N_TAPS; i = i + 1) begin
			shift_reg[i] = 0;
		end
	end
	always @(posedge clk or negedge rst_n) begin
		if (!rst_n) begin
			for (i = 0; i < N_TAPS; i = i + 1) begin
				shift_reg[i] <= 0;
			end
		end else begin
			for (i = N_TAPS-1; i > 0; i = i - 1) begin
				shift_reg[i] <= shift_reg[i-1];
			end
			shift_reg[0] <= data_in;
		end
	end
	wire signed [(CAL_BIT_WIDTH * 2) - 2:0] mult_results [0:N_TAPS-1];
	genvar j;
	generate
		for (j = 0; j < N_TAPS; j = j + 1) begin : mult_accum
			Multiplier_nbit_signed #(
				.BIT_WIDTH(CAL_BIT_WIDTH)
			) multiplier_inst (
				.clk(clk),
				.rst_n(rst_n),
				.a(shift_reg[j]),
				.b(coeffs[j]),
				.product(mult_results[j])
			);
		end
	endgenerate	
	reg signed [(CAL_BIT_WIDTH * 2) + $clog2(N_TAPS) - 1:0] sum;
always @(*) begin
    sum = 0;
    for (i = 0; i < N_TAPS; i = i + 1) begin
        sum = sum + mult_results[i];
    end
end
always @(posedge clk or negedge rst_n) begin
    if (!rst_n) begin
        data_out <= 0;
    end else begin
        data_out <= sum; 
    end
end
endmodule
module Multipler_binary_unsigned (
    input clk,
    input rstn,
    input      [1:0] a,
    input      [1:0] b,
    output reg [3:0] q
);
  wire [4:0] res_rom[0:15];
  assign res_rom[4'b0000] = 4'b0000;
  assign res_rom[4'b0001] = 4'b0000;
  assign res_rom[4'b0010] = 4'b0000;
  assign res_rom[4'b0011] = 4'b0000;
  assign res_rom[4'b0100] = 4'b0000;
  assign res_rom[4'b0101] = 4'b0001;
  assign res_rom[4'b0110] = 4'b0010;
  assign res_rom[4'b0111] = 4'b0011;
  assign res_rom[4'b1000] = 4'b0000;
  assign res_rom[4'b1001] = 4'b0010;
  assign res_rom[4'b1010] = 4'b0100;
  assign res_rom[4'b1011] = 4'b0110;
  assign res_rom[4'b1100] = 4'b0000;
  assign res_rom[4'b1101] = 4'b0011;
  assign res_rom[4'b1110] = 4'b0110;
  assign res_rom[4'b1111] = 4'b1001;
  always @(posedge clk) begin
    if (!rstn) begin
      q <= 4'b0;
    end else begin
      q <= res_rom[{a, b}];
    end
  end
endmodule
module Multiplier_nbit_signed #(
	parameter BIT_WIDTH = 17	 
) (
	input clk,
	input rst_n,
	input signed [BIT_WIDTH - 1:0] a,
	input signed [BIT_WIDTH - 1:0] b,
	output reg signed [(BIT_WIDTH * 2) - 2:0] product
);
	wire [BIT_WIDTH - 2:0] a_unsigned;
	wire [BIT_WIDTH - 2:0] b_unsigned;
	wire [(BIT_WIDTH * 2) - 3:0] product_unsigned;
	Signed2Unsigned #(
		.BIT_WIDTH(BIT_WIDTH)
	) signed_to_unsigned_a (
		.a(a),
		.a_unsigned(a_unsigned)
	);			
	Signed2Unsigned #(
		.BIT_WIDTH(BIT_WIDTH)
	) signed_to_unsigned_b (
		.a(b),
		.a_unsigned(b_unsigned)
	);			
	multiplier_nbit_unsigned #(
		.BITWIDTH_INPUT 	(BIT_WIDTH - 1))
	u_multiplier_nbit_unsigned(
		.clk  	(clk   ),
		.rstn 	(rstn  ),
		.a    	(a_unsigned    	 	),
		.b    	(b_unsigned     	),
		.q    	(product_unsigned   )
	);
	always @(posedge clk or negedge rst_n) begin
		if (!rst_n) begin
			product <= 0;
		end else begin
			product <= {{a[BIT_WIDTH - 1] ^ b[BIT_WIDTH - 1]}, product_unsigned};
		end
	end
endmodule
module multiplier_nbit_unsigned #(
    parameter BITWIDTH_INPUT = 16   
) (
    input clk,
    input rstn,
    input  [      BITWIDTH_INPUT - 1:0] a,
    input  [      BITWIDTH_INPUT - 1:0] b,
    output [(BITWIDTH_INPUT * 2) - 1:0] q
);
  generate
    if (BITWIDTH_INPUT > 2) begin : g_normal_mul
      reg [(BITWIDTH_INPUT * 2) - 1:0] q_buf;
      assign q = q_buf;
      wire [(BITWIDTH_INPUT / 2) - 1:0] a_h;
      wire [(BITWIDTH_INPUT / 2) - 1:0] a_l;
      wire [(BITWIDTH_INPUT / 2) - 1:0] b_h;
      wire [(BITWIDTH_INPUT / 2) - 1:0] b_l;
      assign a_h = a[BITWIDTH_INPUT-1:(BITWIDTH_INPUT/2)];
      assign a_l = a[(BITWIDTH_INPUT/2)-1:0];
      assign b_h = b[BITWIDTH_INPUT-1:(BITWIDTH_INPUT/2)];
      assign b_l = b[(BITWIDTH_INPUT/2)-1:0];
      wire [BITWIDTH_INPUT-1:0] q_bl_hh;
      multiplier_nbit_unsigned #(
          .BITWIDTH_INPUT(BITWIDTH_INPUT / 2)
      ) multiplier_nbit_unsigned_hh_inst (
          .clk (clk),
          .rstn(rstn),
          .a(a_h),
          .b(b_h),
          .q(q_bl_hh)
      );
      wire [BITWIDTH_INPUT-1:0] q_bl_hl;
      multiplier_nbit_unsigned #(
          .BITWIDTH_INPUT(BITWIDTH_INPUT / 2)
      ) multiplier_nbit_unsigned_hl_inst (
          .clk (clk),
          .rstn(rstn),
          .a(a_h),
          .b(b_l),
          .q(q_bl_hl)
      );
      wire [BITWIDTH_INPUT-1:0] q_bl_lh;
      multiplier_nbit_unsigned #(
          .BITWIDTH_INPUT(BITWIDTH_INPUT / 2)
      ) multiplier_nbit_unsigned_lh_inst (
          .clk (clk),
          .rstn(rstn),
          .a(a_l),
          .b(b_h),
          .q(q_bl_lh)
      );
      wire [BITWIDTH_INPUT-1:0] q_bl_ll;
      multiplier_nbit_unsigned #(
          .BITWIDTH_INPUT(BITWIDTH_INPUT / 2)
      ) multiplier_nbit_unsigned_ll_inst (
          .clk (clk),
          .rstn(rstn),
          .a(a_l),
          .b(b_l),
          .q(q_bl_ll)
      );
      reg [(BITWIDTH_INPUT * 2) - 1:0] q_buf_0;
      always @(posedge clk) begin
        if (!rstn) begin
          q_buf_0 <= {(2 * BITWIDTH_INPUT) {1'b0}};
        end else begin
          q_buf_0 <= {q_bl_hh, {(BITWIDTH_INPUT) {1'b0}}} + {q_bl_hl, {(BITWIDTH_INPUT / 2) {1'b0}}};
        end
      end
      reg [(BITWIDTH_INPUT * 2) - 1:0] q_buf_1;
      always @(posedge clk) begin
        if (!rstn) begin
          q_buf_1 <= {(2 * BITWIDTH_INPUT) {1'b0}};
        end else begin
          q_buf_1 <= {q_bl_lh, {(BITWIDTH_INPUT / 2) {1'b0}}} + q_bl_ll;
        end
      end
      always @(posedge clk) begin
        if (!rstn) begin
          q_buf <= {(2 * BITWIDTH_INPUT) {1'b0}};
        end else begin
          q_buf <= q_buf_0 + q_buf_1;
        end
      end
    end else begin : g_b2_mul
	Multipler_binary_unsigned mult_inst (
		.clk(clk),
		.rstn(rstn),
		.a(a),
		.b(b),
		.q(q)
	);
    end
  endgenerate
endmodule
module Signed2Unsigned #(
	parameter BIT_WIDTH = 17	 
) (
	input signed [BIT_WIDTH - 1:0] a,
	output reg [BIT_WIDTH - 2:0] a_unsigned
);
	always @(*) begin
		if (a < 0) begin
			a_unsigned = ~a[BIT_WIDTH - 2:0] + 1'b1;  
		end else begin
			a_unsigned = a[BIT_WIDTH - 2:0];  
		end
	end
endmodule
==> run.sh <==
#!/bin/bash
# OpenROAD 26Q1-2900-gdf79404cd8, Yosys 0.63+post, stock flow scripts
make -C /OpenROAD-flow-scripts/flow DESIGN_CONFIG=/design/flow/config.mk WORK_HOME=/design/flow/orfs finish
==> config.mk <==
export PLATFORM = sky130hd
export DESIGN_NAME = FIR
export DESIGN_NICKNAME = FIR
export VERILOG_FILES = /design/flow/design.v
export SDC_FILE = /design/flow/constraint.sdc
export NUM_CORES = 4
export LEC_CHECK = 1
export CORE_AREA = 10 10 97 97
export DIE_AREA = 0 0 107 107
export SYNTH_HDL_FRONTEND = slang
==> constraint.sdc <==
current_design FIR

set clk_period 1.9
set clk_io_pct 0.2

create_clock -name clk0 -period $clk_period [get_ports {clk}]

set non_clock_inputs [all_inputs -no_clocks]
set_input_delay [expr $clk_period * $clk_io_pct] -clock clk0 $non_clock_inputs
set_output_delay [expr $clk_period * $clk_io_pct] -clock clk0 [all_outputs]
==> flow_summary.toml <==
# physical design summary
[synth]
synthTopCellsByArea = "dfrtp_1 (61%), buf_4 (23%), xnor2_1 (12%), inv_1 (2.9%), xor2_1 (0.85%)"
synthCells = 81
synthesis.area_um2 = 1031
synth_top_flop_cell = "dfrtp_1"
synth-edff-count = 0
ys.flops = 25
yosys.stat.seqShare_pct = 60.68
yosysWarnings = 16
ys_chip_area_um2 = 1031
yosysCellCount = 81
syn_avg_cell_area_um2 = 12.73
yosysUniqueCellTypes = 6
yosysMostFrequentCell = "buf_4"
synth_area_leader_cell = "dfrtp_1"
synth_top_area_share_pct = 60.68
async_flop_share_pct = 100.0
common_cells = "buf_4 (32), dfrtp_1 (25), xnor2_1 (14)"

[drt]
drt_iter0_drc = 13
routedWlPerCell_um = 6.508
antenna_cells = 0
vias = 386
drcViolationCount = 0
drtPass1Iterations = 2
via_per_inst = 2.064
postRouteAntennaNets = 0
totalWireLength_mm = 1.217

[die]
chipArea_um2 = 11450
num_rows = 31
die_h_um = 107
coreArea_um2 = 7292
ios = 52
fp.dieW_um = 107
fp_util_pct = 14.14

[final_timing]
finalCritPeriodShare_pct = 74.63
finalCriticalPeriod_ns = 1.418
fin_tns_setup_ns = 0
drv_slew = 0
hold_viol_final = 0
clock.fmax_ghz = 0.7052
skew_ns = 0.003195
setup_viol = 0
hold_slack_ns = 0.3534
rsz0062_at_grt = "no"

[cts]
cts_tree = "built"
cts_hold_buf = 0
clk_path_buf_depth = 2
cts_buffers = 3
htreeDepth = 1
cts_sinks = 25
worstSkewPairLatency_ns = 0.26
cts_root_buffer = "clkbuf_8"
cts_resized = 0
path_clk_slew_ns = 0.08
postCtsSetupRepairBufs = 0

[finish]
fin_cells = 187
logic_area_um2 = 251.5
fillers = 839
layout-drive-gt1-share_pct = 5.682
seqCellArea_um2 = 625.6
syn_to_final_growth_pct = 8.131

[placement]
port_buffers = 3
dp_cells = 183
place_congestion = 0.7020
hpwl_um = 978.4

[setup_path]
start_kind = "flip-flop"
cp.arrival_ns = 1.04
required_ns = 1.52
crit_chain = "clkdlybuf4s50_1"
crit_path_max_fanout = 1
path_class = "reg -> out"
end_kind = "output port"
path_buffers = 1
slowest_delay_ns = 0.46
crit_slowest_cell = "clkdlybuf4s50_1"
cpLargestDelayFamily = "buffers and inverters"

[global_route]
antenna_found_initial = 0
grt_max_degree = 26
grt_pass1_wl_mm = 1.918
gr-total-overflow = 0
grt_pass1_vias = 450
grtUsageTotal_pct = 2.090

[outcome]
outcome = "finished clean"

[pwr]
vdd_ir_drop_max_uv = 322.4
power_leakage_nw = 0.5128
powerDensity_nw_per_um2 = 888.0

[flow_run]
drv_cap = 0
warning_count = 41

[min_path]
hold_path_class = "reg -> reg"
[placed cells by master, fill, tap and decap left out]
cell             Yosys  routed
buf_4               32       1
clkbuf_8             0       3
clkdlybuf4s50_1      0       3
clkinv_2             0       1
conb_1               1      32
dfrtp_1             25      25
inv_1                8       8
xnor2_1             14      14
xor2_1               1       1
[per-stage QoR]
| stage | total power [mW] | utilization (%) | cell area (um^2) | setup WS [ns] |
|---|---|---|---|---|
| after floorplan | 0.7034 | - | 1147 | 0.8495 |
| after global placement | 0.7086 | 14.65 | 1069 | 0.7267 |
| after detailed placement | 0.7099 | 14.65 | 1069 | 0.7290 |
| after CTS | 1.009 | 15.29 | 1115 | 0.4610 |
| after global routing | 1.049 | 15.29 | 1115 | 0.4214 |
| final | 0.9899 | 15.29 | 1115 | 0.4820 |
[layer usage]
| metal | up-vias | part of all wire [%] | GRT usage [%] | wire, um |
|---|---|---|---|---|
| met5 | - | 0 | 0 | 0 |
| met4 | 0 | 0 | 0.09671 | 0 |
| met3 | 0 | 11 | 1.698 | 129 |
| met2 | 23 | 37 | 2.546 | 451 |
| met1 | 176 | 52 | 2.891 | 636 |
| li1 | 187 | - | - | - |
[final timing paths]
| kind | startpoint | endpoint | slack [ns] | depth (start not counted) |
|---|---|---|---|---|
| hold reg to reg | shift_reg[203] | mult_accum[4].multiplier_inst.product[32] | 0.35 | 0 |
| min in group asynchronous | rst_n | mult_accum[4].multiplier_inst.product[32] | 0.48 | 2 |
| hold / removal | shift_reg[203] | mult_accum[4].multiplier_inst.product[32] | 0.35 | 0 |
| setup / recovery | data_out[32] | data_out[32] | 0.48 | 1 |
| max in group asynchronous | rst_n | shift_reg[101] | 1.20 | 2 |
| setup reg to reg | mult_accum[11].multiplier_inst.product[32] | data_out[32] | 0.71 | 4 |
[worst reg2reg max path, delay by kind of cell, from the launching register on]
family / cells / cell delay (ns)
XOR/XNOR: 4 / 0.70
flip-flops: 1 / 0.43
[cell type report]
cell class                      instances  area share, %
Clock inverter                          1         0.4489
Tap cell                               99          11.11
Clock buffer                            3          3.704
Multi-Input combinational cell         47          22.56
Timing Repair Buffer                    4          3.367
Inverter                                8          2.694
Sequential cell                        25          56.12
[logic make-up after synthesis]
group                  count (synthesis)  synth area share [%]
buffers and inverters                 40                 26.21
XOR/XNOR                              15                 12.74
flip-flops                            25                 60.68
other                                  1                0.3637
[power breakdown]
part | internal [mW] | leakage (nW) | switching (mW) | total [mW]
Sequential | 0.569 | 0.291 | 0.0157 | 0.584
Clock | 0.146 | 0.0255 | 0.151 | 0.297
Combinational | 0.0656 | 0.196 | 0.0429 | 0.108
Power figures rest on the tool's default switching activity, not on a simulated workload.
