==> ./design.v <==
module bin2gray(
	input [6:0]  binary_format,
	output [6:0] gray_format
);
	reg [6:0] gray_format_r;
	assign gray_format = gray_format_r;
	always @(*) begin
		gray_format_r = binary_format ^ (binary_format >> 1);
	end
endmodule
module gray2bin(
	input [6:0] gray_format,
	output [6:0]  binary_format
);
	reg [6:0] binary_format_r;
	assign binary_format = binary_format_r;
	integer i;
	always @(*) begin
		binary_format_r[6] = gray_format[6];
		for (i = 5; i >= 0; i = i - 1) begin
			binary_format_r[i] = binary_format_r[i + 1] ^ gray_format[i];
		end
	end
endmodule
module r_ptr_ctrl(
	input r_rst,
	input r_clk,
	input r_en,
	input [6:0]	w_ptr_g_sync,
	output r_empty,
	output [6:0]	r_ptr_g,	 
	output [5:0]	r_addr
);
	reg[6:0] r_ptr_b;
	reg[6:0] r_ptr_b_next;  
	reg r_empty_r;
	assign r_addr =  r_ptr_b[5:0];
	assign r_empty = r_empty_r;
	wire [6:0] w_ptr_b_sync;
	gray2bin u_gray2bin(
		.gray_format   	(w_ptr_g_sync ),
		.binary_format 	(w_ptr_b_sync )
	);
	bin2gray u_bin2gray(
		.binary_format 	(r_ptr_b  ),
		.gray_format   	(r_ptr_g  )
	);
	always @(*) begin
		r_ptr_b_next = r_ptr_b + 1'b1;
	end
	always @(posedge r_clk or posedge r_rst) begin
		if(r_rst)begin
			r_ptr_b   		<= 'd0;
			r_empty_r  		<= 'd0;
		end	else begin
			r_empty_r  <= (w_ptr_b_sync == r_ptr_b_next) || (w_ptr_b_sync == r_ptr_b);
			r_ptr_b	   <= (r_en && (!r_empty_r))	?	(r_ptr_b +'d1) : r_ptr_b;
		end
	end
endmodule  
==> ./run.sh <==
#!/bin/bash
# OpenROAD 26Q1-2900-gdf79404cd8, Yosys 0.63+post, stock flow scripts
make -C /OpenROAD-flow-scripts/flow DESIGN_CONFIG=/design/flow/config.mk WORK_HOME=/design/flow/orfs finish
==> ./config.mk <==
export PLATFORM = sky130hd
export DESIGN_NAME = r_ptr_ctrl
export DESIGN_NICKNAME = r_ptr_ctrl
export VERILOG_FILES = /design/flow/design.v
export SDC_FILE = /design/flow/constraint.sdc
export NUM_CORES = 4
export LEC_CHECK = 1
export CORE_AREA = 10 10 74 74
export DIE_AREA = 0 0 84 84
export SYNTH_HDL_FRONTEND = slang
==> ./constraint.sdc <==
current_design r_ptr_ctrl

set clk_period 3.6
set clk_io_pct 0.2

create_clock -name clk0 -period $clk_period [get_ports {r_clk}]

set non_clock_inputs [all_inputs -no_clocks]
set_input_delay [expr $clk_period * $clk_io_pct] -clock clk0 $non_clock_inputs
set_output_delay [expr $clk_period * $clk_io_pct] -clock clk0 [all_outputs]
==> results.py <==
# Synthesis and PnR figures
metrics = {
    "sta": {
        "setup_tns_ns": 0,
        "period_minus_slack_ns": 2.58,
        "final_hold_violations": 0,
        "slew_viol_final": 0,
        "tightest_slew_ns": 0.497,
        "fin_crit_sh_pct": 71.8,
        "grt_setup_unrepaired": "false",
        "fin_ws_ns": 1.02,
        "worst_slew_margin_rel_pct": 66.8,
        "worst_clock_skew_ns": 0.000609,
        "fmax_ghz": 0.387,
        "timing.final.setup_violations": 0,
    },
    "worst_setup_path": {
        "cp_cell_sequence": "clkdlybuf4s50_1 > xor3_2 > xnor3_1 > or3b_1 > o211ai_2",
        "critical_path_required_ns": 3.74,
        "worst-endpoint-arrival_ns": 2.73,
        "crit_family": "XOR/XNOR gates",
        "crit_slowest_cell": "clkdlybuf4s50_1",
        "timing.critical_path.from_type": "input port",
        "crit_path_max_cell_delay_ns": 0.64,
        "worstSetupPathType": "input port to flip-flop",
        "crit_path_max_fanout": 6,
        "cp.buffers_inverters": 1,
        "cp-end-kind": "flip-flop",
    },
    "finish": {
        "mostFrequentLayoutCell": "clkdlybuf4s50_1",
        "final_cell_count_no_fill": 150,
        "mostFrequentLayoutCells": "clkdlybuf4s50_1, xnor2_1, dfrtp_1",
        "drive_gt1_share_pct": 10.0,
        "layout.cell_area.non_filler_mm2": 0.00111,
        "area_delta_synth_final_pct": 38.2,
    },
    "power": {
        "power.density_cell_area_mw_per_mm2": 767,
        "vdd_drop_max_mv": 0.292,
        "static-leakage-power_nw": 0.450,
        "post-layout-total-power_w": 0.000851,
    },
    "clock_network": {
        "clock_tree.root_cell": "clkbuf_8",
        "clk_transition_reported_paths_ns": 0.04,
        "cts_max_path_buffers": 2,
        "cts_tree": "yes",
        "cts-buffers-inserted": 3,
        "cts_setup_buffers": 0,
        "cts.repair.resized": 0,
        "cts_hold_repair.buffers": 0,
        "cts.sinks": 8,
        "clkLatencyLatePin_ns": 0.22,
        "htreeDepth": 1,
    },
    "place": {
        "detailedPlace.worstSlack_ns": 0.791,
        "instance_area_at_placement_mm2": 0.00107,
        "place_congestion": 0.814,
        "io_buffers": 23,
        "hpwlAfterDp_mm": 1.59,
        "placed_cells": 147,
    },
    "yosys": {
        "synth_chip_area_um2": 803,
        "synthFlopType": "dfrtp_1",
        "seq_area_frac_synth_pct": 24.9,
        "ys_sh_xor_pct": 31.6,
        "fa_ha_area_share_pct": 7.79,
        "synth-edff-count": 0,
        "muxShareOfSynthArea_pct": 5.14,
        "ys_seq_elements": 8,
        "syn_area_per_cell_um2": 10.0,
        "synth.distinct_cells": 30,
        "synthSimpleGateAreaFrac_pct": 19.9,
        "postSynthCellCount": 80,
        "synthesis.area_um2": 803,
        "yosysWarnings": 0,
        "synth.comb.largest_family": "XOR/XNOR gates",
        "yosys-stat-cells": 80,
        "async_flop_share_pct": 100,
        "yosys.area_share.aoi_pct": 6.70,
    },
    "die": {
        "rows": 23,
        "fp_util_pct": 20.2,
        "die_x_um": 84,
        "die_y_um": 84,
        "pin_count": 24,
        "design.core.area_mm2": 0.00397,
        "area_of_the_chip_mm2": 0.00706,
    },
    "grt": {
        "grt_max_degree": 11,
        "grt_pass1_wl_mm": 3.31,
        "groute.usage.overall_pct": 5.53,
        "global_route_total_overflow": 0,
        "grt_pass1_vias": 709,
        "grt_antenna_before_repair": 0,
    },
    "run": {
        "maxCapViolCount": 0,
        "stage_log_warnings": 25,
    },
    "detailed_routing": {
        "antenna_cells": 0,
        "met3WireLength_um": 126,
        "routedLengthMet1_um": 894,
        "drt-vias-per-instance": 4.22,
        "first_pass_iters": 4,
        "detail_route.drc_violations": 0,
        "detailedRoute.firstIterationViolations": 21,
        "routed_wirelength_mm": 1.90,
        "routed_via_count": 633,
        "route.top_layer_used": "met4",
        "met2_length_um": 875,
        "remaining_antenna_violation_count": 0,
        "wire_per_inst_um": 12.7,
    },
    "outcome": {
        "outcome": "finished, final reports clean",
    },
    "worst_hold_path": {
        "worst_hold_check_path_type": "flip-flop to flip-flop",
    },
}
==> registers in the layout, summed over array words and instances, names as in the netlist <==
| name | cells |
|---|---|
| r_ptr_b | 7 |
| r_empty | 1 |
==> metrics by stage <==
step,hold slack [ns],utilization (%)
finish,0.581,27.9
global route,0.634,27.9
CTS,0.585,27.9
detailed placement,0.576,26.9
global placement,0.579,26.9
floorplan,0.512,-
==> final timing paths <==
| check | from | slack (ns) | to | cells past startpoint |
|---|---|---|---|---|
| min in group asynchronous | r_rst | 0.75 | r_ptr_b[5] | 2 |
| max in group asynchronous | r_rst | 2.62 | r_empty | 2 |
| max reg2reg | r_ptr_b[0] | 1.78 | r_empty | 6 |
| min | r_ptr_b[2] | 0.58 | r_ptr_b[2] | 1 |
| min reg2reg | r_ptr_b[2] | 0.58 | r_ptr_b[2] | 1 |
| max | w_ptr_g_sync[6] | 1.02 | r_empty | 5 |
==> cell usage after synthesis (2+ instances only) <==
cell / number / area [µm²]
nor3_1: 2 / 10.0
nor2b_1: 4 / 25.0
nand2_1: 6 / 22.5
nand2b_1: 2 / 12.5
mux2i_1: 3 / 30.0
nor2_1: 2 / 7.51
xnor3_1: 2 / 45.0
nand4_1: 4 / 25.0
dfrtp_1: 8 / 200
clkbuf_1: 4 / 15.0
xor2_1: 3 / 26.3
xnor2_1: 15 / 131
nand3_1: 4 / 20.0
ha_1: 5 / 62.6
==> power breakdown <==
group          total [W]  internal (W)  switching, W  leakage (nW)
Sequential      0.000218      0.000129     0.0000887        0.0998
Combinational   0.000529      0.000348      0.000180         0.328
Clock           0.000104     0.0000722     0.0000323        0.0216
==> cell families after synthesis <==
group	count (synthesis)
AND/OR/NAND/NOR	29
XOR/XNOR	22
flip-flops	8
buffers and inverters	7
AND-OR/OR-AND	5
adder cells (fa/ha/maj)	5
multiplexers	4
==> per-layer routing <==
| layer | vias to the layer above | track usage [%] |
|---|---|---|
| met5 | - | 0 |
| met4 | 0 | 0.609 |
| met3 | 2 | 2.17 |
| met2 | 18 | 8.99 |
| met1 | 293 | 6.95 |
| li1 | 320 | - |
==> layout make-up <==
class                      instances  area (µm²)
tap                               50        62.6
multi-input combinational         65         572
sequential                         8         200
fill                             411        2860
clock buffer                       3        41.3
inverter                           1        3.75
timing repair buffer              23         230
Power is estimated from default activity; no workload was simulated.
